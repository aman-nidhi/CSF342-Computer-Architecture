===== design/flow/config.mk =====
export PLATFORM = sky130hd
export DESIGN_NAME = hierarchy_top
export DESIGN_NICKNAME = hierarchy_top
export VERILOG_FILES = /design/flow/design.v
export SDC_FILE = /design/flow/constraint.sdc
export NUM_CORES = 4
export LEC_CHECK = 1
export CORE_UTILIZATION = 30

===== design/flow/constraint.sdc =====
current_design hierarchy_top

set clk_period 2.2
set clk_io_pct 0.2

create_clock -name clk0 -period $clk_period [get_ports {clk}]

set non_clock_inputs [all_inputs -no_clocks]
set_input_delay [expr $clk_period * $clk_io_pct] -clock clk0 $non_clock_inputs
set_output_delay [expr $clk_period * $clk_io_pct] -clock clk0 [all_outputs]

===== design/flow/design.v =====
`timescale 1ns / 1ps
module control_unit(
    input clk,
    input [1:0] func,
    output reg alu_control,
    output reg write,
    input status,
    input status_2,
    input reset
    );
    always @ (posedge clk)
     if (status)begin
    alu_control <= func;
    end
    always @ *
    if (status_2)
     write <=clk;
     else 
     if (reset)
      write <=clk;
endmodule
`timescale 1ns / 1ps
module execute(
    input [7:0] data_a,
    input [7:0] data_b,
	input [2:0] imm_data,
    input control,
    output reg [7:0] data_out
    );
	wire [1:0] empty;
	wire sign;
	assign {sign,empty}=imm_data;
    always @*
    if (control)
	    data_out = {sign,sign,sign,sign,sign,imm_data};
    else
        data_out = data_a >> imm_data;
endmodule
`timescale 1ns / 1ps
module hierarchy_top(
    input clk,
    input reset,
    output [7:0] x,y,z
    );
    wire [7:0] instr;
    wire [1:0] func;
    wire [2:0] rdst,rsrc,rdst_2,imm_data_out;
    wire [7:0] reg1_data,reg2_data,write_data;
    wire [7:0] reg1_data_2,reg2_data_2;
    wire alu_control;
    wire write,status,status_2;
    instr_fetch a(clk,reset,instr);
    if_idreg b(clk,reset,instr,func,rdst,rsrc,status);
    regfile c(rdst,rsrc,reset,write,reg1_data,reg2_data,write_data,rdst_2,x,y,z);
    id_wbreg d(clk,reset,reg1_data,reg2_data,reg1_data_2,reg2_data_2,rdst,rsrc,rdst_2,imm_data_out,status,status_2);
    execute e(reg1_data_2,reg2_data_2,imm_data_out,alu_control,write_data);
    control_unit f(clk,func,alu_control,write,status,status_2,reset);
endmodule
`timescale 1ns / 1ps
module id_wbreg(
    input clk,
    input reset,
    input [7:0] data_a,
    input [7:0] data_b,
    output reg [7:0] data_a_out,
    output reg [7:0] data_b_out,
    input [2:0] rdst,imm_data,
    output reg [2:0] rdst_out,imm_data_out,
    input status,
    output reg status_1   
    );
    always @ (posedge clk)
    if (reset)
    begin
        data_a_out <= 8'b00000000;
        data_b_out <= 8'b00000000;
        rdst_out <= 3'b000;
		imm_data_out <= 3'b000;
        status_1 <= 1'b0;
        end
    else
    begin
    data_a_out <= data_a;
    data_b_out <= data_b;
    rdst_out <= rdst;
	imm_data_out <= imm_data;
    status_1 <= status;
    end
endmodule
`timescale 1ns / 1ps
module if_idreg(
    input clk,
    input reset,
    input [7:0] instr,
    output reg [1:0] func,
    output reg [2:0] rdst,
    output reg [2:0] rsrc,
    output reg status
    );
    always @ (posedge clk)
    if (reset)
    begin
    {func,rdst,rsrc}<=8'b00000000;
    status <= 1'b0;
    end
    else begin
    {func,rdst,rsrc}<=instr;
    status <=1'b1;
    end
endmodule
`timescale 1ns / 1ps
module instr_fetch(
    input clk,
    input reset,
    output [7:0] instr
    );
    reg [7:0] pointer;
    wire [7:0] memory[0:3];
    assign instr = memory[pointer];
    always @ (posedge clk)
    begin
    if (reset)
    pointer <= 8'b00000000;
    else
    pointer <= pointer + 1;
    end
      assign memory[0]=8'b11100100;
      assign memory[1]=8'b00100010;
      assign memory[2]=8'b00010100;
      assign memory[3]=8'b11011010;    
endmodule
`timescale 1ns / 1ps
module regfile(
    input [2:0] reg_1,
    input [2:0] reg_2,
    input reset,
    input write,
    output [7:0] reg_1_data,
    output [7:0] reg_2_data,
    input [7:0] writeback,
    input [2:0] reg_write,
	output [7:0] x,y,z 
    );
    reg [7:0] register[0:7];
    assign reg_1_data = register[reg_1];
    assign reg_2_data = register[reg_2];
    always @ (negedge write)
    if (reset)
        begin
        register[0]<=8'b11101100;
        register[1]<=8'b0;
        register[2]<=8'b11101100;
        register[3]<=8'b11100000;
        register[4]<=8'b11101111;
        register[5]<=8'b0;
        register[6]<=8'b0;
        register[7]<=8'b0;
        end
        else
    begin
    register[reg_write]=writeback;
    end  
     assign x = register[4];
     assign y = register[2];
	 assign z = register[3];    
endmodule

===== design/flow/run.sh =====
#!/bin/bash
# OpenROAD 26Q1-2900-gdf79404cd8, Yosys 0.63+post, stock flow scripts
make -C /OpenROAD-flow-scripts/flow DESIGN_CONFIG=/design/flow/config.mk WORK_HOME=/design/flow/orfs finish

==> results.yml <==
# implementation run metrics
setup_path:
  arrival_ns: 1.77
  path_class: "flop to flop"
  crit_required_ns: 2.43
  r2r_start: "b.rdst[2]$_SDFF_PP0_"
  crit_fanout: 33
  startpoint_type: "flop"
  critical_path.startpoint: "b.rdst[2]$_SDFF_PP0_"
  end_kind: "flop"
floorplanning:
  initial_core_util_pct: 31.4
  coreArea_um2: 12200
  chipArea_um2: 13200
  chipHeight_um: 115
  die_w_um: 115
  boundaryPins: 26
  fp-row-count: 40
route:
  viasPerCell: 4.81
  num_antenna_cells: 0
  wl_per_cell_um: 16.7
  drt_iter0_markers: 110
  drt-total-wl_um: 8280
  postRouteAntennaNets: 0
  vias: 2382
  first_pass_iters: 4
  drc: 0
place:
  io_buffers: 25
  dpl_cell_area_um2: 4260
  dp_hpwl_um: 5880
  place_ws_ns: 0.525
  gp_congestion: 0.916
clock_network:
  clk_pin_slew_ns: 0.06
  postCtsHoldBufs: 0
  cts_resized: 0
  clk_latency_ns: 0.36
  cts_tree: "yes"
  post-cts-setup-buffers: 0
timing:
  slew_viol_final: 0
  tightest_slew_ns: 0.707
  period_minus_slack_ns: 1.53
  tns_ns: 0
  worst_slew_margin_rel_pct: 52.5
  max_freq_mhz: 652
  rsz0062_at_grt: "false"
  unclocked_pins: 65
  finalCritPeriodShare_pct: 69.8
  finClkSkew_ns: 0.00110
  finalHoldViolations: 0
  untimed_endpoints: 153
  layout_setup_ws_ns: 0.665
  finalSetupViolCount: 0
global_route:
  grt_max_degree: 65
  track_usage_pct: 14.0
  gr-total-overflow: 0
  grt_pass1_wl_um: 13000
  antenna_found_initial: 0
  grt_pass1_vias: 2378
logic_synthesis:
  ys_area_um2: 3830
  ff_type: "edfxtp_1"
  area_leaders: "edfxtp_1 (51%), dfxtp_1 (12%), mux4_2 (5.3%), nor2_1 (3.8%), nor2b_1 (3.3%)"
  synth_area_um2: 3830
  numSynthFlops: 89
  syn_inst: 303
  yosysWarnings: 6
  synth_stat.cells: 303
  synth-edff-count: 65
  ys_types: 35
  yosys.area.top_type: "edfxtp_1"
  async_flop_share_pct: 0
  avgSynthCellArea_um2: 12.7
  synth_top_area_share_pct: 50.9
cells_and_area:
  syn_to_final_growth_pct: 15.8
  finish.instance_area_um2: 4440
  final_layout_size_suffix_gt1_share_pct: 14.4
hold_path:
  hold_class: "flop to flop"
  hold_start: "b.func[0]$_SDFF_PP0_"
power:
  peakVddDrop_v: 0.000334
  p_leak_nw: 1.43
  p_per_area_nw_per_um2: 538
run:
  maxCapViolations: 0
  openroad.warnings: 92
run_status:
  status: "finished, final reports clean"
[worst paths after layout]
kind / end / slack [ns] / cells after the start
worst min-delay path: f.alu_control$_DFFE_PP_ / 0.41 / 0
worst min register to register: f.alu_control$_DFFE_PP_ / 0.41 / 0
worst max-delay path: d.data_a_out[5]$_SDFF_PP0_ / 0.67 / 4
worst max register to register: d.data_a_out[5]$_SDFF_PP0_ / 0.67 / 4
[cell usage in the layout, fill, tap and decap left out, drive strengths merged]
cell type	netlist	layout
mux4	9	9
a21o	2	2
buf	15	10
clkdlybuf4s50	0	25
o31ai	1	1
nand3	10	10
bufinv	0	1
nor2b	20	20
inv	3	3
nand2b	5	5
o22ai	8	8
nor3	12	12
ha	4	4
o21ai	4	4
or3	1	1
or3b	2	2
nor4	1	1
edfxtp	65	65
dfxtp	23	23
dlxtn	1	1
nand2	29	29
mux2i	1	1
nor2	40	40
mux2	11	11
and2	1	1
clkinv	1	1
a31oi	2	2
a21oi	21	21
a211oi	8	8
clkbuf	3	6
[critical path, cell delays in order, from the launching register on]
cell and delay (ns):
dfxtp_1 0.31, buf_4 0.36, mux2_2 0.40, o22ai_1 0.24, nor3_1 0.07
[cells by family (layout without fill, tap and decap cells)]
| kind of cell | Yosys count | in the layout | synth area share (%) |
|---|---|---|---|
| simple gates | 121 | 121 | 15.0 |
| latches | 1 | 1 | 0.391 |
| buf+inv | 22 | 46 | 3.30 |
| flops | 88 | 88 | 62.9 |
| mux | 21 | 21 | 8.78 |
| fa+ha+maj | 4 | 4 | 1.31 |
| compound gates | 46 | 46 | 8.32 |
[sequential cells by signal, summed over array words and instances, names as in the netlist]
| signal | count |
|---|---|
| a.pointer | 2 |
| b.func | 1 |
| b.rdst | 3 |
| b.rsrc | 2 |
| b.status | 1 |
| c.register | 64 |
| d.data_a_out | 8 |
| d.imm_data_out | 2 |
| d.rdst_out | 3 |
| d.status_1 | 1 |
| f.alu_control | 1 |
| f.write | 1 |
[final cells by class]
type                    instances  area [um^2]
repair buffers                 35          325
clock buffers                   6          150
multi-input cells             192         1280
inverters                       4         15.0
flip-flops and latches         89         2430
well taps                     168          210
fillers                      1201         7770
clock inverters                 1         30.0
[synth_stat cells, drive strengths merged, types with 3 or more instances]
library cell / n
edfxtp: 65
nor2: 40
nand2: 29
dfxtp: 23
a21oi: 21
nor2b: 20
buf: 15
nor3: 12
mux2: 11
nand3: 10
mux4: 9
a211oi: 8
o22ai: 8
nand2b: 5
ha: 4
o21ai: 4
clkbuf: 3
inv: 3
[per-stage QoR]
stage | hold slack (ns) | util (%) | instances | power (mW)
floorplan | 0.386 | - | 303 | 1.44
global placement | 0.393 | 34.9 | 488 | 1.63
detailed placement | 0.394 | 34.9 | 488 | 1.63
CTS | 0.411 | 36.4 | 495 | 2.41
global route | 0.435 | 36.4 | 495 | 2.49
finish | 0.409 | 36.4 | 495 | 2.39
[power by group]
group | internal, mW | switching [mW]
Sequential | 1.06 | 0.0568
Clock | 0.592 | 0.178
Combinational | 0.164 | 0.338
[metal layers]
metal / routed length [um] / up-vias / track usage (%)
li1: - / 1143 / -
met1: 3750 / 1132 / 21.0
met2: 3620 / 92 / 20.1
met3: 716 / 13 / 5.58
met4: 147 / 2 / 2.51
met5: 46 / - / 2.59
Power figures rest on the tool's default switching activity, not on a simulated workload.
